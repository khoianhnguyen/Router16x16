--- run.sh ---
#!/bin/bash
# OpenROAD 26Q1-2900-gdf79404cd8, Yosys 0.63+post, stock flow scripts
make -C /OpenROAD-flow-scripts/flow DESIGN_CONFIG=/design/flow/config.mk WORK_HOME=/design/flow/orfs finish
--- config.mk ---
export PLATFORM = sky130hd
export DESIGN_NAME = Arbiter_return
export DESIGN_NICKNAME = Arbiter_return
export VERILOG_FILES = /design/flow/design.v
export SDC_FILE = /design/flow/constraint.sdc
export NUM_CORES = 4
export LEC_CHECK = 1
export CORE_AREA = 10 10 72 72
export DIE_AREA = 0 0 82 82
--- constraint.sdc ---
current_design Arbiter_return

set clk_period 2.0
set clk_io_pct 0.2

create_clock -name clk0 -period $clk_period

set non_clock_inputs [all_inputs -no_clocks]
set_input_delay [expr $clk_period * $clk_io_pct] -clock clk0 $non_clock_inputs
set_output_delay [expr $clk_period * $clk_io_pct] -clock clk0 [all_outputs]
--- design.v ---
`timescale 1ns / 1ps
module Arbiter_return(
    input frameo_n,
    input [3:0] Address,
    output reg [15:0] busy_return
    );
    integer i;
    always @(*) begin
        for(i=0;i<=15;i=i+1) begin
            if(i==Address) begin
                busy_return[Address]<=frameo_n;
            end
            else busy_return[i]<=!frameo_n;
        end
    end
endmodule
==> out/qor.json <==
{
  "placement": {
    "gp_congestion": 0.681,
    "io_buffer_count": 21,
    "placed_cells_incl_taps": 136,
    "post_dp_cell_area_um2": 962,
    "dp.final_hpwl_um": 945
  },
  "flow_run": {
    "maxCapViolations": 0,
    "openroad.warnings": 32
  },
  "yosys": {
    "post_synth_inst_count": 54,
    "synth.distinct_cells": 12,
    "yosysCellCount": 54,
    "synthesis.area_um2": 659,
    "yosys_warnings": 32,
    "avgSynthCellArea_um2": 12.2,
    "yosys_area_um2": 659,
    "synth-seq-cells": 15
  },
  "finish": {
    "largest_register_ffs": 15,
    "drive_gt1_share_pct": 32.2,
    "postLayoutCellArea_mm2": 0.00102,
    "instances_no_fill": 135,
    "synthToLayoutAreaGrowth_pct": 54.6,
    "biggest_register": "busy_return",
    "reg_top3": "busy_return (15)"
  },
  "power_and_ir_drop": {
    "total_power_of_the_final_layout_w": 0.000152,
    "power-per-cell-area_mw_per_mm2": 149,
    "peakVddDrop_v": 0.0000860,
    "power.static_leakage_nw": 0.416
  },
  "floorplanning": {
    "io-pin-count": 21,
    "coreArea_mm2": 0.00369,
    "die.size.y_um": 82,
    "die_w_um": 82,
    "die_area_mm2": 0.00672,
    "fp_util_pct": 17.9,
    "std_cell_rows": 22
  },
  "setup_path": {
    "crit_start": "Address[1]",
    "critical_path.endpoint_type": "output port",
    "critPathKind": "in -> out",
    "cp_data_arrival_time_ps": 1560,
    "start_kind": "primary input",
    "cp.required_ps": 1600,
    "worstPathMaxFanout": 7
  },
  "sta": {
    "finalSetupTns_ps": 0,
    "period_minus_slack_ps": 1960,
    "rsz0062_at_grt": "no",
    "number_of_register_pins_that_no_clock_reaches": 15,
    "unconstrained_endpoints": 15,
    "max_freq_mhz": 511,
    "hold_viol_final": 0,
    "period_utilisation_layout_pct": 97.8,
    "finalMaxSlewViolations": 0,
    "report.final.setup_viol": 0
  },
  "detailed_routing": {
    "final_antenna_net_count": 0,
    "vias_per_cell": 3.40,
    "detail_route.wl_per_cell_um": 9.84,
    "drc_errors": 0,
    "totalWireLength_um": 1330,
    "num_vias": 459,
    "drt-pass1-iter-count": 2,
    "drt_iter0_drc": 48,
    "antenna_cells_inserted": 0
  },
  "cts": {
    "post_cts.repair.setup_buffers": 0,
    "cts_hold_buf": 0
  },
  "hold_path": {
    "holdCritPathClass": "in -> out",
    "hold_path_startpoint": "Address[1]"
  },
  "global_routing": {
    "grt_max_degree": 9,
    "grt_util_all_layers_pct": 4.42,
    "grt_overflow": 0,
    "first_global_vias": 491,
    "grt_antenna_before_repair": 0,
    "grt_first_pass_wirelength_um": 2390
  },
  "outcome": {
    "status": "finished clean"
  }
}
[cell type report]
type / count / area [um^2]
fillers: 389 / 2670
multi-input cells: 47 / 452
repair buffers: 25 / 279
flip-flops and latches: 15 / 229
well taps: 48 / 60.1
[worst max-delay path: stages]
cell and delay (ps):
sky130_fd_sc_hd__buf_8 110, sky130_fd_sc_hd__buf_6 120, sky130_fd_sc_hd__and4bb_2 310, sky130_fd_sc_hd__xnor2_2 110
sky130_fd_sc_hd__dlxtn_1 340, sky130_fd_sc_hd__clkdlybuf4s15_1 170
[final timing paths]
check,end,slack (ps),depth (start not counted)
setup / recovery,busy_return[12],40,6
hold / removal,busy_return[0],1460,4
[Yosys cell counts]
cell                       count  area, um^2
sky130_fd_sc_hd__buf_6         4        45.0
sky130_fd_sc_hd__xnor2_1      11        96.3
sky130_fd_sc_hd__and4bb_2      6        75.1
sky130_fd_sc_hd__dlxtn_1      15         225
sky130_fd_sc_hd__nand4b_1      4        35.0
sky130_fd_sc_hd__nand4_1       1        6.26
sky130_fd_sc_hd__conb_1        1        3.75
sky130_fd_sc_hd__nor4_4        1        21.3
sky130_fd_sc_hd__buf_2         1        5.00
sky130_fd_sc_hd__buf_4         1        7.51
sky130_fd_sc_hd__xor2_1        5        43.8
sky130_fd_sc_hd__nor4b_4       4        95.1
[logic make-up after synthesis]
family,synth area share [%]
other cells,0.569
buf+inv,8.73
xor+xnor,21.3
simple gates,35.3
latches,34.2
[stage by stage]
stage / utilization, % / hold WS (ps) / setup slack, ps
finish: 27.6 / 1460 / 43.6
global route: 27.6 / 1470 / 1.37
CTS: 29.4 / 1470 / 3.31
detailed placement: 26.1 / 1780 / -804
global placement: 26.1 / 1790 / -799
floorplan: - / 1040 / 355
[layer usage]
metal / up-vias / global-route usage, % / share of wire, %
met5: - / 0 / 0
met4: 0 / 0.340 / 0
met3: 0 / 1.32 / 12
met2: 14 / 6.27 / 42
met1: 205 / 6.67 / 46
li1: 240 / - / -
[placed cells by master (no fill, tap or decap), drive strengths merged]
cell	instances
and4bb	6
buf	9
clkbuf	2
clkdlybuf4s15	9
clkdlybuf4s50	1
conb	15
dlxtn	15
dlygate4sd2	4
nand4	1
nand4b	4
nor4	1
nor4b	4
xnor2	11
xor2	5
[where the power goes]
| part | total, W | switching [W] | internal (W) | leakage (nW) |
|---|---|---|---|---|
| Clock | 0 | 0 | 0 | 0 |
| Sequential | 0.0000302 | 0.00000249 | 0.0000277 | 0.122 |
| Combinational | 0.000122 | 0.0000515 | 0.0000700 | 0.294 |
[what timing repair did]
action,4_1_cts,5_1_grt
gates cloned,5,0
pin swaps,24,16
endpoints found under the hold margin,0,0
setup endpoints to repair,16,11
resized,74,11
Power is estimated from default activity; no workload was simulated.
