### /design/flow/config.mk
export PLATFORM = sky130hd
export DESIGN_NAME = fsm_decode
export DESIGN_NICKNAME = fsm_decode
export VERILOG_FILES = /design/flow/design.v
export SDC_FILE = /design/flow/constraint.sdc
export NUM_CORES = 4
export LEC_CHECK = 1
export CORE_UTILIZATION = 50
### /design/flow/constraint.sdc
current_design fsm_decode

set clk_period 4.4
set clk_io_pct 0.2

create_clock -name clk0 -period $clk_period [get_ports {clk}]

set non_clock_inputs [all_inputs -no_clocks]
set_input_delay [expr $clk_period * $clk_io_pct] -clock clk0 $non_clock_inputs
set_output_delay [expr $clk_period * $clk_io_pct] -clock clk0 [all_outputs]
### /design/flow/design.v
`timescale 1ns / 1ps
module Decode_1x16(
    input [3:0] Address,
    input valid_n,
    input  frame_n,
    input [15:0] din,
    output reg [15:0] valido_n,
    output reg [15:0] frameo_n,
    output reg [15:0] dout
    );
    always@ (*) begin
        valido_n<=16'hxxxx;
        frameo_n<=16'hxxxx;
        dout<=16'hxxxx;
        valido_n[Address] <= valid_n;
        frameo_n[Address] <= frame_n;
        dout[Address]<= din[Address];
    end
endmodule
`timescale 1ns / 1ps
module Router_fsm(
    input clk,reset_n,frame_n,valid_n,din,
    input [15:0] busy,
    output reg [15:0] dout,
    output reg [3:0] Addr
    );
    reg [3:0] Address;
    reg [4:0] reset_reg=0;
    reg [2:0] address_counter=0;
    reg [2:0] state,nextstate;
    parameter State_Reset=3'b000, State_Address=3'b001,State_Load_data=3'b010,State_Padding=3'b011,State_WaitingFrame=3'b100,State_Waitingvalid=3'b101;
    always @(frame_n or valid_n or busy or reset_reg or address_counter or Address or din or state) begin
    case(state) 
        State_Reset: begin 
            if(reset_n==0||reset_reg<15) begin
                nextstate<= State_Reset;
            end
            else if(reset_reg>=15 && frame_n==1) begin
                nextstate<= State_WaitingFrame;
            end
            else if (reset_reg>=15 &&frame_n==0) begin
                nextstate<= State_Address;
            end
            end
        State_WaitingFrame: begin
            if(frame_n==0) begin
                nextstate<= State_Address;
            end
            else if(frame_n==1) begin
                nextstate<= State_WaitingFrame;
            end
            end
        State_Address: begin
            if(frame_n==1) begin
                nextstate<= State_WaitingFrame;
            end
            else if(frame_n==0&& address_counter<3) begin
                nextstate<= State_Address;
            end
            else if(frame_n==0&&address_counter>3 && busy[Address]==1) begin
                nextstate<= State_Padding;
            end
            else if(frame_n==0&&address_counter>3 && busy[Address]==0) begin
                nextstate<= State_Load_data;
            end
            else if(frame_n==0 &&valid_n==1) begin
                nextstate<= State_Waitingvalid;
            end
        end
        State_Padding: begin
            if(frame_n==1) begin
                nextstate<=State_WaitingFrame;
            end
            else if(frame_n==0&&busy[Address]==0) begin
                nextstate<= State_Load_data;
            end
            else if(frame_n==0&&busy[Address]==1) begin
                nextstate<= State_Padding;
            end
        end
        State_Load_data: begin
            if(valid_n==1) begin
                nextstate<= State_Waitingvalid;
            end
            else if(frame_n==1) begin
                nextstate<= State_WaitingFrame;
            end
            else if(frame_n==0&&valid_n==0) begin
                nextstate<= State_Load_data;
            end
        end
        State_Waitingvalid: begin
            if(valid_n==0 &&address_counter<=3) begin
                nextstate<= State_Address;
            end
            else if(valid_n==0&& address_counter>3) begin  
                nextstate<= State_Load_data;
            end
            else if(valid_n==1) nextstate<= State_Waitingvalid;
            else if(frame_n==1) nextstate<= State_WaitingFrame;
        end
    endcase
    end
    always @(posedge clk) begin
        if(!reset_n) begin
            state<=State_Reset;
        end
        else if(state==State_Reset) begin
            if(reset_reg< 15) begin
                reset_reg<=reset_reg+1;
                state<=nextstate;
            end
            else begin
                reset_reg<=reset_reg;
                state<=nextstate;
            end
        end
        else if(state==State_WaitingFrame) begin
            dout[Address]<=1'bx;
            state<=nextstate;
            Address<=16'hxxxx;
            address_counter<=0;
            reset_reg<=0;
        end
        else if(state==State_Address) begin
            state<=nextstate;
            if (address_counter<=3) begin
                address_counter=address_counter+1;
                Address<={Address,din};
            end
            else begin
                address_counter<=address_counter;
                Address<=Address;
                end
        end
        else if(state==State_Padding) begin
            state<=nextstate;
            dout[Address]<=1'b1;
        end
        else if(state==State_Load_data) begin
            state<=nextstate;
            dout[Address]<=din; 
        end
        else if(state==State_Waitingvalid) begin
            state<=nextstate;
            dout[Address]<=1'bx;
        end
        else begin
            state<= nextstate;
        end
    end
    assign Addr=(state!=State_Address)? Address:4'bxxxx;
endmodule
`timescale 1ns / 1ps
module fsm_decode(
    input clk,reset_n,
    input frame_n,
    input valid_n,
    input din,
    input [15:0] busy,
    output [15:0] frameo_n,
    output [15:0] valido_n,
    output [15:0] dout
    );
    wire [3:0] Address;
    wire [15:0] dout_fsm;
    Router_fsm DUT(.clk(clk),.reset_n(reset_n),.busy(busy),.valid_n(valid_n),.frame_n(frame_n),.din(din),.Addr(Address),.dout(dout_fsm));
    Decode_1x16 DUT1(.Address(Address),.frame_n(frame_n),.valid_n(valid_n),.din(dout_fsm),.frameo_n(frameo_n),.valido_n(valido_n),.dout(dout));
endmodule
### /design/flow/run.sh
#!/bin/bash
# OpenROAD 26Q1-2900-gdf79404cd8, Yosys 0.63+post, stock flow scripts
make -C /OpenROAD-flow-scripts/flow DESIGN_CONFIG=/design/flow/config.mk WORK_HOME=/design/flow/orfs finish
==> results.cfg <==
; implementation run metrics
[finish]
final_cell_area_um2 = 3400
layout.cells.most_common = clkdlybuf4s50_1
largest_reg_flops = 16
drive_gt1_frac = 0.0694
filler_cell_count = 382
layout_top_cells = clkdlybuf4s50_1 (68), nor2_1 (54), a21oi_1 (29)
areaGrowthSynthToFinish_pct = 31.7
final_util = 0.702

[power_and_ir_drop]
cellLeakagePower_nw = 1.27
ir_drop_uv = 266
netSwitchingFraction = 0.210
pwr-share-clk = 0.416
p_sw_w = 0.000138
p_int_w = 0.000520
power_frac_comb = 0.088
p_per_area_nw_per_um2 = 193
pwr-share-seq = 0.496

[clock_network]
root_buffer = clkbuf_8
ctsHoldBuffers = 0
path_clk_slew_ps = 60
htree_levels = 2
post_cts_resized = 0
numCtsBuffers = 5
worstSkewPairLatency_ps = 280
cts_buffer_depth = 2
postCtsSetupBuffers = 0
cts_tree = done

[worst_setup_path]
arrival_ps = 2800
critPathKind = register to output pin
path_max_fanout = 21
start_kind = register
worstPathRequired_ps = 3520
end_kind = output pin

[global_routing]
grt_overflow = 0
grt_max_degree = 27
grt_pass1_wl_um = 10900
grt_antenna_before_repair = 0
grt_pass1_vias = 2280
grt_use_total = 0.277

[synthesis]
ys.flop_type = edfxtp_1
synthCells = 297
synth_warnings = 3
ys_top_cells_by_area = edfxtp_1 (33%), nor2_1 (7.8%), a21oi_1 (5.6%)
synth_area_um2 = 2580
syn_area_per_cell_um2 = 8.70
synthDistinctLibCells = 54
top_area_cell = edfxtp_1
edf_count = 28
yosysChipArea_um2 = 2580
ys_async_sr_fraction = 0
ys.flops = 34
synth_stat.cells = 297
top_area_frac = 0.325

[floorplan]
rows = 25
io-pin-count = 69
dieArea_um2 = 5460
fp.dieW_um = 73.9
die.size.y_um = 73.9
core_um2 = 4850
initCoreUtil = 0.533

[placed_design]
hpwlAfterDp_um = 5130
portBuffers = 68
place_area_um2 = 3300
pre_cts_ws_ps = 1010
place.gp.congestion = 0.939

[final_timing]
period_needed_ps = 3680
timing.hold.ws_ps = 574
setup_ws_ps = 715
hold_viol_final = 0
max_slew_margin = 0.481
unclocked_regs = 3
drv_slew = 0
skew_ps = 7.98
unconstrained_endpoints = 3
finalSetupViolCount = 0
fin_setup_tns_ps = 0
fin_crit_sh = 0.837
fmax_mhz = 271
worst_slew_pin_slew_ps = 778
rsz0062_at_grt = false

[route]
wl_um = 6840
drc = 0
drt_iter0_markers = 194
drtPass1Iterations = 4
wl_per_cell_um = 16.0
wl_met2_um = 2950
num_antenna_cells = 0
vias = 2444
ant_nets = 0
met1_length_um = 3150
via_per_inst = 5.72
wl_met3_um = 653
top_layer = met4

[flow_run]
warnings = 30
cap_violations = 0

[min_path]
hold_path.class = register to register

[outcome]
outcome = finished clean
[through the flow]
step	total power [W]	std cells
floorplan	0.000360	297
global placement	0.000389	419
detailed placement	0.000390	419
CTS	0.000662	427
global route	0.000677	427
finish	0.000658	427
[critical path, stage by stage (launching register included)]
cell             delay [ps]
edfxtp_1                860
inv_2                   160
mux4_2                  480
nand2_1                 150
nand2_1                 180
nor4_2                  180
clkdlybuf4s50_1         510
[layer usage]
| layer | GRT usage | vias to the layer above |
|---|---|---|
| met5 | 0 | - |
| met4 | 0.0406 | 0 |
| met3 | 0.0943 | 12 |
| met2 | 0.400 | 110 |
| met1 | 0.442 | 1119 |
| li1 | - | 1203 |
[power groups by stage]
| stage | Sequential (W) | Combinational [W] | Clock (W) |
|---|---|---|---|
| finish | 0.000326 | 0.0000577 | 0.000274 |
| global route | 0.000327 | 0.0000633 | 0.000287 |
| CTS | 0.000326 | 0.0000578 | 0.000278 |
[area by class of cell]
type | count | area (um2) | area share
multi-input cells | 234 | 1510 | 0.443
flip-flops and latches | 34 | 946 | 0.278
repair buffers | 73 | 718 | 0.211
well taps | 67 | 83.8 | 0.0246
clock buffers | 5 | 68.8 | 0.0202
inverters | 11 | 41.3 | 0.0121
clock inverters | 3 | 38.8 | 0.0114
[cells by family (layout without fill, tap and decap cells)]
kind of cell	after synthesis	count (layout)	share of synthesized area
latches	3	3	0.0174
muxes	19	19	0.0895
DFF	31	31	0.349
AOI/OAI and AO/OA	62	62	0.166
xor gates and xnor gates	3	3	0.0102
buffers and inverters	29	92	0.0513
and+or+nand+nor	142	142	0.278
adders and majority gates	8	8	0.0387
[synth_stat cells (2+ instances only)]
master / number
mux2_2: 2
and2_1: 12
clkbuf_1: 8
ha_1: 8
edfxtp_1: 28
o32ai_1: 4
nor4_1: 6
nand2_1: 23
mux2i_1: 13
mux4_2: 3
or3b_1: 2
dfxtp_1: 3
dlxtn_1: 3
buf_4: 2
xor2_1: 2
nand2b_1: 8
inv_1: 10
nor2_1: 54
and3b_1: 2
nand4_1: 3
nand3_1: 6
nor2b_1: 6
a41oi_1: 2
a211oi_1: 2
buf_2: 7
and3_1: 6
nor3_1: 7
a31oi_1: 6
a21oi_1: 29
a21o_1: 3
o21ai_0: 4
[worst paths after layout]
check                           slack, ps           to           start  cells past startpoint
worst max-delay path                  720     dout[11]  DUT.Address[2]                      6
worst min-delay path                  570  DUT.dout[0]     DUT.dout[0]                      1
worst max register to register       1920  DUT.dout[8]  DUT.Address[2]                      5
worst min register to register        570  DUT.dout[0]     DUT.dout[0]                      1
Power and IR drop assume default switching activity.
